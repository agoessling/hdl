## flow/design.v

```verilog
`default_nettype none
module hello #(
    parameter FCLK   = 100_000_000,
    parameter BAUD   = 9600,
    parameter FREP   = 1
) (
    input wire logic i_clk,
    output wire logic o_tx
);
  logic [7:0] msg [0:15];
  initial begin
    msg[0] = "H";
    msg[1] = "e";
    msg[2] = "l";
    msg[3] = "l";
    msg[4] = "o";
    msg[5] = " ";
    msg[6] = "W";
    msg[7] = "o";
    msg[8] = "r";
    msg[9] = "l";
    msg[10] = "d";
    msg[11] = "!";
    msg[12] = "\n";
    msg[13] = "\r";
    msg[14] = 0;
  end
  logic tx_strobe;
  logic tx_start  ;
  logic tx_busy;
  logic [7:0] tx_data;
  logic [3:0] tx_msg_ptr;
  localparam LAST_CHAR = 14;
  initial tx_msg_ptr = LAST_CHAR;
  always_ff @(posedge i_clk) begin
    if (tx_strobe) begin
      tx_msg_ptr <= 0;
    end else if (tx_msg_ptr < LAST_CHAR && !tx_busy) begin
      tx_msg_ptr <= tx_msg_ptr + 1;
    end
  end
  always_comb begin
    tx_data = msg[tx_msg_ptr];
    tx_start = 0;
    if (tx_msg_ptr < LAST_CHAR) begin
      tx_start = 1;
    end
  end
  uart_tx #(.BAUD_DIV($rtoi(FCLK / BAUD))) uart_tx (
      .i_clk,
      .i_reset(1'b0),
      .i_data(tx_data),
      .i_start(tx_start),
      .o_busy(tx_busy),
      .o_tx
  );
  strobe_div #(.DIV($rtoi(FCLK / FREP))) strobe_div (
      .i_clk,
      .i_reset(1'b0),
      .o_strobe(tx_strobe)
  );
endmodule
`default_nettype none
module strobe_div #(
    parameter DIV   = 10,
    parameter RESET_VAL   = 0
) (
    input wire logic i_clk,
    input wire logic i_reset,
    output logic o_strobe
);
  if (DIV < 2) begin : param_check
    $error("DIV < 2: %d", DIV);
  end
  if (RESET_VAL > DIV - 1) begin
    $error("RESET_VAL > DIV - 1: %d > %d", RESET_VAL, DIV - 1);
  end
  localparam WIDTH = $clog2(DIV);
  logic [WIDTH - 1:0] counter;
  initial counter = WIDTH'(RESET_VAL);
  always_ff @(posedge i_clk) begin
    if (i_reset) begin
      counter <= WIDTH'(RESET_VAL);
    end else if (counter == WIDTH'(DIV - 1)) begin
      counter <= 0;
    end else begin
      counter <= counter + 1;
    end
  end
  assign o_strobe = counter == WIDTH'(DIV - 1);
endmodule
`default_nettype none
module uart_tx #(
    parameter BAUD_DIV   = 3,
    parameter DATA_BITS   = 8
) (
    input wire logic i_clk,
    input wire logic i_reset,
    input wire logic [DATA_BITS - 1:0] i_data,
    input wire logic i_start,
    output logic o_busy,
    output logic o_tx
);
  logic baud_strobe;
  logic strobe_reset;
  strobe_div #(.DIV(BAUD_DIV)) strobe_div (
      .i_clk,
      .i_reset(strobe_reset),
      .o_strobe(baud_strobe)
  );
  localparam BITS = DATA_BITS + 2;
  logic [BITS - 2:0] shift_reg;   
  initial shift_reg = 'b1;
  localparam IDLE = 0;
  localparam START_BIT = 1;
  localparam STOP_BIT = BITS;
  logic [$clog2(BITS + 1) - 1:0] state;   
  always_ff @(posedge i_clk) begin
    if (i_reset) begin
      state <= IDLE;
    end else if (state == IDLE && i_start) begin
      state <= START_BIT;
      shift_reg <= {i_data, 1'b0};
    end else if (baud_strobe) begin
      shift_reg <= {1'b1, shift_reg[BITS - 2: 1]};
      if (state == STOP_BIT) begin
        state <= IDLE;
      end else begin
        state <= state + 1;
      end
    end
  end
  always_comb begin
    strobe_reset = state == IDLE || i_reset;
    o_busy = state != IDLE;
    o_tx = shift_reg[0];
    if (state == IDLE) begin
      o_tx = 1'b1;
    end
  end
  initial begin
    state = IDLE;
  end
endmodule
```

## flow/run.sh

```bash
#!/bin/bash
# OpenROAD 26Q1-2900-gdf79404cd8, Yosys 0.63+post, stock flow scripts
make -C /OpenROAD-flow-scripts/flow DESIGN_CONFIG=/design/flow/config.mk WORK_HOME=/design/flow/orfs finish
```

## flow/config.mk

```make
export PLATFORM = sky130hd
export DESIGN_NAME = hello
export DESIGN_NICKNAME = hello
export VERILOG_FILES = /design/flow/design.v
export SDC_FILE = /design/flow/constraint.sdc
export NUM_CORES = 4
export LEC_CHECK = 1
export CORE_UTILIZATION = 50
```

## flow/constraint.sdc

```tcl
current_design hello

set clk_period 5.4
set clk_io_pct 0.2

create_clock -name clk0 -period $clk_period [get_ports {i_clk}]

set non_clock_inputs [all_inputs -no_clocks]
set_input_delay [expr $clk_period * $clk_io_pct] -clock clk0 $non_clock_inputs
set_output_delay [expr $clk_period * $clk_io_pct] -clock clk0 [all_outputs]
```

==> results.txt <==
Notes on the flow outputs.

- The run finished with clean final reports.
- The flop and latch count out of synthesis reads between 50 and 60.
- The slew at the pin closest to its max-slew limit is 870.2 ps.
- The clock tree from TritonCTS reads done.
- The initial antenna violation count is 0.
- The post-synthesis average cell area is ~9 um^2.
- The logic depth of the worst register-to-register path is 4.
- The main area contributors are dfxtp_1 (36%), edfxtp_1 (8.7%), xnor2_1 (5.4%).
- The gate-level netlist out of Yosys references around 47 unique cell types.
- The final period demand of the worst path is between 3000 and 4000 ps.
- Per the run report, area growth between synthesis and finish was 9.593%.
- The initial core utilization is between 50% and 60%.
- The H-tree generated during clock tree synthesis spans 3 levels.
- The total number of placement rows reads 26.
- The synthesized chip area reported by yosys reads approximately 2800 um^2.
- The die is about 76 um wide.
- In this run the cell area measured after placement is 2819 um^2.
- The worst path setup slack after routing reads around 2200 ps.
- Once the clock tree was built, the resizer swapped 0 gates to a different size.
- The CTS report gives the tree buffer count as 9.
- The sequential fraction of the synthesis area reads between 40 and 50%.
- For this design the static power due to leakage is roughly 1.1 nW.
- The layout summary lists the proportion of cells stronger than drive strength 1 as about 8.7%.
- 0 antenna diodes ended up in the layout.
- Per the finish-stage timing summary, setup violations number 0.
- The post-detailed-route DRC marker count is 0.
- The tool warning count reads 29.
- The global-route wire length before repair is 8990 um.
- The total via count in the routed design is between 2000 and 2500.
- The category of the most critical setup path reads reg2out.
- No sink is reached through more buffers than the 2 on the longest clock path.
- The highest achievable clock rate reads 310.6 MHz.
- The fill cell total of the finished layout is roughly 470.
- The total grt overflow is 0.
- Between clock sinks in the finished design, the worst skew comes to 6.323 ps.
- The worst register-to-register path begins at uart_tx.state[0]$_SDFFE_PP1N_.
- STA classifies the critical path startpoint as a flip-flop.
- Setup repair after global routing left no endpoint under its margin.
- The critical path endpoint has a required time of 4320 ps.
- Once detailed placement completed, the half-perimeter wirelength came to 3310 um.
- Yosys reports that the most numerous cell types are dfxtp_1 (50), nor2_1 (29), nand2_1 (22), nand3_1 (21), o21ai_0 (18).
- The number of clock sinks reads 58.
- The placement summary gives the final routability congestion estimate as 0.8126.
- The setup total negative slack is 0 ps.
- The most frequently used library cell after synthesis is dfxtp_1.
- The worst-case max-slew headroom was logged as around two fifths.
- The post-synth count of flops with an enable pin is 8.
- The number of flip-flops under the largest register name reads 27.
- The maximum vdd ir drop reads 178.8 uV.
- The area of the core is between 5000 and 6000 um^2.
- The die is 76.37 um tall.
- The portion of synthesized cell area occupied by the leading cell type is a little over a third.
- The remaining number of nets flagged by the antenna check after routing reads 0.
- The sequential cells in the finished layout cover a total of ~1200 um^2.
- The clock transition at the registers of the reported paths reads ~60 ps.
- For the worst setup path, the data arrival time is 2140 ps.
- Of all flip-flops after synthesis, the portion carrying an async set or reset was 0%.
- The number of I/O pins is 2.
- The maximum fanout along the worst path reads 8.
- STA reports the tightest min-delay check as being of type reg2reg.
- The count of TritonRoute iterations in the first routing pass reads 4.
- The final report gives the standard cell area, fillers excluded, as 3030 um^2.
- The endpoint identified for the worst register-to-register timing path is uart_tx.shift_reg[2]$_DFFE_PP_.
- The number of cell instances after yosys synthesis is around 300.
- The final routed wirelength across all metal layers is 4931 um.
- The number of hold buffers added after CTS was 0.
- The routed design shows a via density per instance of 5.310.
- The number of DRC violations after detailed-routing iteration 0 is about 130.
- The overall global routing resource usage is approximately a fifth.
- Post-route period utilization is reported as ~60%.
- The worst-case register-to-register setup slack reads approximately 3200 ps.
- The area of the mapped netlist is ~2800 um^2.
- The via count of the first global-routing pass reads between 1500 and 2000.
- The power density over cell area reads 277.3 nW/um^2.
- The count of final max-slew check failures reads 0.
- The worst-case setup slack after placement is approximately 2500 ps.
- The number of port buffers is 1.
- The end of the critical path reads o_tx.
- The launch point of the critical path reads uart_tx.state[0]$_SDFFE_PP1N_.
- The clock root buffer reads clkbuf_8.
- The multi-input combinational cell area is ~1400 um^2.
- The warning tally printed by Yosys for this design is 4.
- The number of violations of the max-capacitance limit reads 0.
- The clock latency reported for the late side of the worst-skew pair reads 330 ps.
- According to the floorplan report, the total die area is 5832 um^2.
- The final-report hold violation count is 0.
- The most used flip-flop cell is dfxtp_1.
- The cell type contributing the most total cell area after synthesis reads dfxtp_1.
- The setup fix buffers added after clock tree synthesis is 0.
- The instance count of the mapped netlist is roughly 300.
- The critical path capture point type reads an output pin.
- Entering global routing, the biggest net connects 21 pins.
- The final routed wire length divided by cell count is 12.94 um.
-- how the worst min path moves through the flow --
stage	startpoint	to	slack (ps)	depth (start not counted)
finish	uart_tx.strobe_div.counter[0]$_SDFF_PP0_	uart_tx.strobe_div.counter[0]$_SDFF_PP0_	450	1
global route	uart_tx.strobe_div.counter[0]$_SDFF_PP0_	uart_tx.strobe_div.counter[0]$_SDFF_PP0_	500	1
CTS	uart_tx.strobe_div.counter[0]$_SDFF_PP0_	uart_tx.strobe_div.counter[0]$_SDFF_PP0_	450	1
-- cell usage in the layout (no fill, tap or decap), types with 11 or more instances in the layout --
master and instances:
dfxtp_1 50, xor2_1 11, o21ai_0 18, nand2_1 22, nor2_1 29, nand3_1 21
xnor2_1 17, a21oi_1 13, inv_1 13, clkbuf_8 13
-- power by group --
| group | leakage, nW | internal [mW] | switching, mW | total, mW |
|---|---|---|---|---|
| Sequential | 0.496 | 0.436 | 0 | 0.436 |
| Combinational | 0.520 | 0 | 0 | 0.000000520 |
| Clock | 0.108 | 0.245 | 0.159 | 0.404 |
-- cells by family (layout without fill, tap and decap cells) --
family / after synthesis / in the layout / share of synthesized area [%]
buffers and inverters: 24 / 31 / 3.846
adders and majority gates: 8 / 8 / 3.620
and+or+nand+nor: 139 / 139 / 28.01
muxes: 2 / 2 / 1.176
xor gates and xnor gates: 28 / 28 / 8.869
DFF: 58 / 58 / 44.89
AOI/OAI and AO/OA: 45 / 45 / 9.593
-- metal layers --
metal | vias to the layer above | share of wire (%) | global-route usage (%)
met5 | - | 0 | 0
met4 | 0 | 1.1 | 1.923
met3 | 5 | 3.1 | 5.596
met2 | 13 | 38 | 26.94
met1 | 912 | 57 | 33.30
li1 | 1093 | - | -
-- final cells by class --
type	instances	share of cell area (%)
Tap cell	70	2.890
Inverter	13	1.610
Timing Repair Buffer	2	0.5780
Clock buffer	16	6.978
Sequential cell	58	40.96
Multi-Input combinational cell	222	46.99
-- worst max-delay path, cell delays in order, from the launching register on --
cell and delay (ps):
dfxtp_1 370, nor4_1 770, or2_2 230, clkdlybuf4s50_1 450
-- metrics by stage --
stage / hold slack, ps / util, % / total power [mW] / std cells
2_1_floorplan: 417.5 / - / 0.4456 / 304
3_3_place_gp: 429.9 / 54.16 / 0.4456 / 365
3_5_place_dp: 442.7 / 54.16 / 0.4456 / 365
4_1_cts: 454.6 / 58.22 / 0.8501 / 381
5_1_grt: 498.1 / 58.22 / 0.8729 / 381
6_report: 453.5 / 58.22 / 0.8403 / 381
Power figures rest on the tool's default switching activity, not on a simulated workload.
