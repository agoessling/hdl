### ./config.mk
export PLATFORM = sky130hd
export DESIGN_NAME = uart_rx
export DESIGN_NICKNAME = uart_rx
export VERILOG_FILES = /design/flow/design.v
export SDC_FILE = /design/flow/constraint.sdc
export NUM_CORES = 4
export LEC_CHECK = 1
export CORE_AREA = 10 10 82 82
export DIE_AREA = 0 0 92 92
### ./constraint.sdc
current_design uart_rx

set clk_period 2.1
set clk_io_pct 0.2

create_clock -name clk0 -period $clk_period [get_ports {i_clk}]

set non_clock_inputs [all_inputs -no_clocks]
set_input_delay [expr $clk_period * $clk_io_pct] -clock clk0 $non_clock_inputs
set_output_delay [expr $clk_period * $clk_io_pct] -clock clk0 [all_outputs]
### ./design.v
`default_nettype none
module strobe_div #(
    parameter DIV   = 10,
    parameter RESET_VAL   = 0
) (
    input wire logic i_clk,
    input wire logic i_reset,
    output logic o_strobe
);
  if (DIV < 2) begin : param_check
    $error("DIV < 2: %d", DIV);
  end
  if (RESET_VAL > DIV - 1) begin
    $error("RESET_VAL > DIV - 1: %d > %d", RESET_VAL, DIV - 1);
  end
  localparam WIDTH = $clog2(DIV);
  logic [WIDTH - 1:0] counter;
  initial counter = WIDTH'(RESET_VAL);
  always_ff @(posedge i_clk) begin
    if (i_reset) begin
      counter <= WIDTH'(RESET_VAL);
    end else if (counter == WIDTH'(DIV - 1)) begin
      counter <= 0;
    end else begin
      counter <= counter + 1;
    end
  end
  assign o_strobe = counter == WIDTH'(DIV - 1);
endmodule
`default_nettype none
module uart_rx #(
    parameter BAUD_DIV   = 3,
    parameter DATA_BITS   = 8
) (
    input wire logic i_clk,
    input wire logic i_reset,
    input wire logic i_rx,
    output logic [DATA_BITS - 1:0] o_data,
    output logic o_ready_strobe
);
  logic baud_strobe;
  logic strobe_reset;
  strobe_div #(.DIV(BAUD_DIV), .RESET_VAL(BAUD_DIV / 2)) strobe_div (
      .i_clk,
      .i_reset(strobe_reset),
      .o_strobe(baud_strobe)
  );
  localparam IDLE = 0;
  localparam START_BIT = 1;
  localparam STOP_BIT = DATA_BITS + 2;
  logic [$clog2(STOP_BIT + 1) - 1:0] state;
  initial state = IDLE;
  always_ff @(posedge i_clk) begin
    if (i_reset) begin
      state <= IDLE;
    end else if (state == IDLE && !i_rx) begin
      state <= START_BIT;
    end else if (baud_strobe) begin
      if (state == STOP_BIT) begin
        state <= IDLE;
      end else begin
        state <= state + 1;
        o_data <= {i_rx, o_data[DATA_BITS - 1:1]};
      end
    end
  end
  assign strobe_reset = state == IDLE;
  assign o_ready_strobe = (state == STOP_BIT) && baud_strobe;
endmodule
### ./run.sh
#!/bin/bash
# OpenROAD 26Q1-2900-gdf79404cd8, Yosys 0.63+post, stock flow scripts
make -C /OpenROAD-flow-scripts/flow DESIGN_CONFIG=/design/flow/config.mk WORK_HOME=/design/flow/orfs finish
==> results.env <==
RRSETUPSLACK_NS=0.59
PERIOD_NEEDED_NS=1.89
GRT_SETUP_UNREPAIRED='false'
SLOWEST_DELAY_NS=0.47
WORST_SLACK_NS=0.205
PIN_COUNT_OF_THE_BIGGEST_NET_ENTERING_GLOBAL_ROUTING=11
FINAL_ANTENNA_NET_COUNT=0
CHIPWIDTH_UM=92
DEPTH_OF_THE_WORST_REGISTER_TO_REGISTER_PATH=3
OVERALL_CHIP_AREA_UM2=8460
PATH_CLASS='reg2out'
SYNTHDISTINCTLIBCELLS=23
PLACE_WS_NS=0.199
STATUS='finished, final reports clean'
CLK_PIN_SLEW_WORST_PATHS_NS=0.05
AVGSYNTHCELLAREA_UM2=12.2
IO_PINS=12
DRT_TOTAL_WL_MM=1.07
PLACE_AREA_UM2=773
YOSYS-STAT-CELLS=49
GRT_ANTENNA_BEFORE_REPAIR=0
CORE_REGION_AREA_UM2=5070
DRT_PRE_ANTENNA_ITERS=4
GRT_PASS1_WL_MM=1.84
CTS_SETUP_BUFFERS=0
CTS_MADE_BUFFERS=3
ROUTED-VIA-COUNT=389
MIN_PATH_CELLS=0
CRITICAL_PATH_ARRIVAL_NS=1.47
CRIT-REG2REG-LAUNCH='state[0]'
WARNINGS=26
CTS.PATH.MAX_BUFFERS=2
FINALCLOCKPERIODUSAGE_PCT=90.2
ANTENNA_CELLS=0
FMAX_GHz=0.528
FINALWEIGHTEDCONGESTION=0.788
LAYOUT_TOP_CELLS='11 x clkdlybuf4s50_1, 8 x edfxtp_1, 6 x dfxtp_1'
DP_HPWL_UM=826
CLOCK_SKEW_NS=0.000899
YOSYS_REGISTER_BITS=14
WORST_HOLD_STARTPOINT='o_data[1]'
SYNTH_INSTANCES=49
HOLD-PATH-ENDPOINT='o_data[0]'
FINAL-HOLD-VIOLATION-COUNT=0
CTSRESIZECOUNT=0
DETAIL_ROUTE.VIAS_PER_CELL=2.95
DRIVE_ABOVE_1_SHARE_PCT=11.3
MOSTFREQUENTLAYOUTCELL='clkdlybuf4s50_1'
CTS_HOLD_BUFFERS=0
CLOCK_LATENCY_NS=0.24
GRT.TOTAL_USAGE_PCT=2.61
HTREE_LEVELS=1
WORSTPATHCELLLIST='nor2_1 -> nand2_1 -> nor2_1 -> clkdlybuf4s50_1'
ROW_COUNT=26
CRIT_PATH_MAX_FANOUT=10
CRITPATHLAUNCHTYPE='flop'
SYNTH_SEQUENTIAL_AREA_RATIO_PCT=60.5
FIN_HOLD_WS_NS=0.455
FP-UTILIZATION_PCT=11.7
TIMING.CRITICAL_PATH.REQUIRED_NS=1.68
CTS_TREE='yes'
GRT.OVERFLOW.TOTAL=0
REG2REG_TO='o_data[2]'
CPMOSTUSEDCELL='nor2_1'
TIMING.CRITICAL_PATH.SLOWEST_STAGE_CELL='clkdlybuf4s50_1'
CTS_NUM_SINKS=14
SYNTH.YOSYS.WARNINGS=2
DRT_FIRST_ITER_VIOLATIONS=23
WORSTMARGINPINSLEW_NS=0.379
TOP_AREA_CELL='edfxtp_1'
DRC=0
DIE_HEIGHT_UM=92
SYNTHTOLAYOUTAREAGROWTH_PCT=37.4
YOSYS-TOP-CELLS-AREA='edfxtp_1 40%, dfxtp_1 20%, ha_1 4.2%, buf_6 3.8%, a21oi_1 3.4%'
GRT_PASS1_VIAS=370
FINAL.SETUP.TNS_NS=0
FINALCOREUTILIZATION_PCT=16.1
SYN_AREA_UM2=596
SETUP_VIOL=0
POWERDENSITY_nW_PER_UM2=742
LEAKAGE_nW=0.286
CLK_ROOT_BUFFER_CELL='clkbuf_8'
SLEW_HEADROOM_PCT=74.5
FINISH.INSTANCE_AREA_UM2=818
AVG_WL_PER_CELL_UM=8.08
PINS_OVER_SLEW_LIMIT=0
PATH_CATEGORY_OF_THE_WORST_MIN_DELAY_CHECK='reg2reg'
BUFFER_PORTS.INSERTED=11
ENDPOINT_KIND='primary output'
VDD_IR_DROP_MAX_uV=368
SHARE_OF_THE_SYNTHESIZED_AREA_IN_THE_TOP_CELL_TYPE_PCT=40.3
AREA_OF_THE_SYNTHESIZED_NETLIST_PER_YOSYS_STAT_UM2=596
TIMING.MAX_CAP.VIOLATIONS=0
==> logic make-up (layout without fill, tap and decap cells) <==
kind of cell,Yosys count,after routing,share of synthesized area (%)
AOI/OAI and AO/OA,9,9,10.1
DFF,14,14,60.5
and+or+nand+nor,18,18,17.9
adders and majority gates,2,2,4.20
buffers and inverters,5,18,5.88
xor gates and xnor gates,1,1,1.47
==> worst max-delay path, delay by kind of cell (launching register included) <==
family | cells | cell delay [ns]
AND/OR/NAND/NOR | 3 | 0.36
flip-flops | 1 | 0.40
buffers and inverters | 1 | 0.47
==> final cells by class <==
type | instances | area (um^2)
inverters | 2 | 7.51
multi-input cells | 30 | 200
clock buffers | 3 | 41.3
clock inverters | 1 | 3.75
fillers | 580 | 4260
repair buffers | 12 | 118
well taps | 70 | 87.6
flip-flops and latches | 14 | 360
==> power breakdown <==
| part | switching, mW | total (mW) | leakage [nW] | internal, mW |
|---|---|---|---|---|
| Sequential | 0.0155 | 0.324 | 0.121 | 0.309 |
| Combinational | 0.0304 | 0.0659 | 0.142 | 0.0355 |
| Clock | 0.0874 | 0.216 | 0.0231 | 0.129 |
==> flip-flops by register name, indices dropped and copies added, names as in the netlist <==
| name | count |
|---|---|
| strobe_div.counter | 2 |
| o_data | 8 |
| state | 4 |
==> worst max path at each step <==
stage,from,to,slack [ns],depth (start not counted)
6_report,state[0],o_ready_strobe,0.21,4
5_1_grt,state[0],o_ready_strobe,0.01,4
4_1_cts,state[0],o_ready_strobe,0.19,4
==> synth_stat cells <==
cell,n
edfxtp_1,8
xor2_1,1
and3_1,1
buf_6,2
buf_2,1
nor2_1,4
nor3b_1,1
a21oi_1,4
nand3_1,2
nand2b_1,1
and4b_1,1
nor4_1,1
a221oi_2,1
nor2b_1,2
nand2_1,2
o21bai_1,2
ha_1,2
inv_1,2
and3b_1,1
o21ai_0,2
nor3_2,1
dfxtp_1,6
or2_2,1
==> layer usage <==
metal / GRT usage [%] / vias up / routed length [um]
met2: 2.76 / 19 / 337
li1: - / 201 / -
met5: 0 / - / 0
met1: 3.75 / 169 / 586
met3: 2.31 / 0 / 144
met4: 0.386 / 0 / 0
==> metrics by stage <==
step / instances / total power [mW]
2_1_floorplan: 49 / 0.375
3_3_place_gp: 128 / 0.392
3_5_place_dp: 128 / 0.396
4_1_cts: 132 / 0.614
5_1_grt: 132 / 0.651
6_report: 132 / 0.607
Power is estimated from default activity; no workload was simulated.
